`flow/design.v`:
```
module ALU(input [3:0] ALU_sel,
           input [31:0] ALU_in1, ALU_in2,
           output wire zero,
           output reg [31:0] ALU_out
    );
    parameter ADD=4'b0010, SUB=4'b0000, SLL=4'b0011, LRS=4'b0100, LVLS=4'b0101, LVRS=4'b0110;
    parameter SRA=4'b0111, AND=4'b1000, OR=4'b1001, XOR=4'b1010, XNOR=4'b1011;
    always @ (ALU_in1 or ALU_in2 or ALU_sel)
        case(ALU_sel)
            ADD : ALU_out = ALU_in1 + ALU_in2;
            SUB : ALU_out = ALU_in1 - ALU_in2;
            SLL : ALU_out = ALU_in2 << ALU_in1;
            SRA : ALU_out = ALU_in2 >>> ALU_in1;
            AND : ALU_out = ALU_in1 & ALU_in2;
            OR : ALU_out = ALU_in1 | ALU_in2;
            XOR : ALU_out = ALU_in1 ^ ALU_in2;
            default : ALU_out = 0;
         endcase
    assign zero = ALU_out ? 0 : 1;
endmodule
```
`flow/run.sh`:
```
#!/bin/bash
# OpenROAD 26Q1-2900-gdf79404cd8, Yosys 0.63+post, stock flow scripts
make -C /OpenROAD-flow-scripts/flow DESIGN_CONFIG=/design/flow/config.mk WORK_HOME=/design/flow/orfs finish
```
`flow/config.mk`:
```
export PLATFORM = sky130hd
export DESIGN_NAME = ALU
export DESIGN_NICKNAME = ALU
export VERILOG_FILES = /design/flow/design.v
export SDC_FILE = /design/flow/constraint.sdc
export NUM_CORES = 4
export LEC_CHECK = 1
export CORE_UTILIZATION = 40
```
`flow/constraint.sdc`:
```
current_design ALU

set clk_period 15.7
set clk_io_pct 0.2

create_clock -name clk0 -period $clk_period

set non_clock_inputs [all_inputs -no_clocks]
set_input_delay [expr $clk_period * $clk_io_pct] -clock clk0 $non_clock_inputs
set_output_delay [expr $clk_period * $clk_io_pct] -clock clk0 [all_outputs]
```
==> results.toml <==
# synthesis and place-and-route metrics
[layout]
flops = 0
clock_buffers = 0
ff_latch_area_um2 = 0
final_util_pct = 46.7
area_growth_pct = 13.2
final_area_mm2 = 0.00991
stdcell_count = 1503
drive_gt1_share_pct = 10.4

[yosys]
syn_area_mm2 = 0.00876
yosys_cells = 1199
yosys_warnings = 1
ys_types = 79
ys_seq_share_pct = 0
synthCells = 1199
ys_chip_area_mm2 = 0.00876
synth_area_per_cell_um2 = 7.30

[pwr]
p_switching_mw = 0.207
p_int_mw = 0.142
clockPowerShare_pct = 0
p_leak_nw = 4.07
p_comb_share_pct = 100.0
seq_power_share_pct = 0
pwr_density_cell_mw_per_mm2 = 35.1
swShare_pct = 59.3
ir_worst_vdd_v = 0.0000292

[placement]
place_area_mm2 = 0.00991
place.port_buffers = 101
dp_hpwl_um = 33700
place.gp.congestion = 1.04
dp_cells = 1502

[critical_path]
crit_chain = "clkdlybuf4s50_1 -> or4_1 -> nor4_1 -> nor3b_1 -> nand2_1 -> nor4_1 -> nor2_1 -> xnor2_1 -> ha_1 -> nor3b_1 -> a21oi_1 -> nor2_1 -> a21oi_1 -> o211ai_1 -> nor4b_1 -> o311ai_0 -> nor3_1 -> nand4_1 -> or4_1 -> nor3_2 -> clkdlybuf4s50_1"
arrival_ps = 10030
startpoint_type = "input pin"
crit_path_end = "zero"
critical_path_required_ps = 12560
critPathKind = "in -> out"
critPathMaxStageDelay_ps = 730
endpoint_kind = "primary output"
cp_slowest_cell = "or4_1"
startpoint = "ALU_in2[9]"
crit_fanout = 14

[timing]
maxSlewViolCount = 0
max_freq_mhz = 75.9
hold_viol = 0
fin_tns_setup_ps = 0
finalCriticalPeriod_ps = 13170
setup-violations-final = 0
timing.slew.headroom_pct = 42.9
worstMarginPinSlew_ps = 849
rsz0062_at_grt = "no"
period_used_pct = 83.9

[global_routing]
grt.total_usage_pct = 39.4
antenna_found_initial = 2
overflow = 0
grt_pass1_vias = 9413
grt_max_degree = 68
grt_pass1_wl_um = 62800

[run]
warnings = 65
max_cap_violations = 0

[die]
fp_util_pct = 41.3
rows = 53
die_y_um = 150
fp.dieW_um = 150
chip_area_mm2 = 0.0225
coreArea_mm2 = 0.0212
io_pins = 101

[routing]
wl_met3_um = 4210
viasPerCell = 6.78
routed_wl_um = 43100
wl_per_cell_um = 28.6
routed-via-count = 10200
ant_nets = 0
drtIter0Drc = 914
top_layer = "met4"
drc = 0
dr_wl_met2_um = 18400
wl_met1_um = 18300
first_pass_iters = 5

[cts]
cts_resized = 0
post_cts_buffers = 0
ctsHoldBuffers = 0

[worst_hold_path]
worstHoldPathType = "in -> out"

[run_status]
status = "complete, no violations"
==> power by group through the flow <==
stage	logic (mW)	clock network [mW]	registers, mW
6_report	0.348	0.00000000326	0
4_1_cts	0.341	0	0
5_1_grt	0.372	0	0
==> kinds of logic after synthesis <==
logic type	count (synthesis)	synth area share (%)
mux	142	24.2
fa+ha+maj	97	13.9
xor+xnor	41	4.10
compound gates	342	26.7
simple gates	385	22.4
buf+inv	192	8.67
==> cell usage in the layout, fill, tap and decap left out, types with 17 or more instances in the layout <==
| cell type | Yosys | routed |
|---|---|---|
| nand2_1 | 110 | 110 |
| ha_1 | 96 | 96 |
| clkdlybuf4s50_1 | 0 | 96 |
| inv_1 | 82 | 82 |
| nor2_1 | 80 | 80 |
| a21oi_1 | 72 | 72 |
| mux2i_1 | 72 | 72 |
| o21ai_0 | 63 | 63 |
| mux4_2 | 54 | 54 |
| xnor2_1 | 38 | 38 |
| buf_4 | 1 | 35 |
| a211oi_1 | 25 | 25 |
| nand2b_1 | 23 | 23 |
| nor3_1 | 23 | 22 |
| nor4_1 | 20 | 20 |
| nand3_1 | 17 | 17 |
| o22ai_1 | 17 | 17 |
==> cells in the mapped netlist, drive strengths merged, types with 8 or more instances <==
library cell	n	area, µm²
nand2	110	413
ha	96	1200
inv	85	319
nor2	80	300
a21oi	72	360
clkbuf	72	270
mux2i	72	721
o21ai	63	315
mux4	54	1220
xnor2	38	333
buf	34	166
a211oi	26	200
nor3	24	125
nand2b	23	144
nor4	20	125
nand3	17	85.1
o22ai	17	106
a21o	16	120
a31oi	16	100
mux2	16	180
o211ai	16	120
or3	16	100
and3	15	93.8
nand4	15	93.8
and2	11	68.8
nor2b	11	68.8
nor3b	11	82.6
o221ai	11	96.3
o31ai	10	75.1
o21a	9	67.6
nand3b	8	60.1
==> cell type report <==
| cell class | instances | area [µm²] |
|---|---|---|
| Antenna cell | 1 | 2.50 |
| Fill cell | 2156 | 11300 |
| Inverter | 86 | 323 |
| Multi-Input combinational cell | 1007 | 8000 |
| Tap cell | 275 | 344 |
| Timing Repair Buffer | 134 | 1240 |
==> layer usage <==
layer	track usage (%)	vias up
met5	0	-
met1	55.8	4873
met3	8.26	102
met4	16.0	0
met2	58.5	604
li1	-	4606
==> metrics by stage <==
| step | power, mW | setup WS, ps | hold WS (ps) |
|---|---|---|---|
| floorplan | 0.213 | 4830 | 6510 |
| global placement | 0.341 | 2680 | 7600 |
| detailed placement | 0.339 | 2610 | 7600 |
| CTS | 0.341 | 2580 | 7600 |
| global route | 0.372 | 2010 | 7640 |
| finish | 0.348 | 2530 | 7620 |
==> critical path, delay by kind of cell <==
kind	cells	cell delay, ps
AND/OR/NAND/NOR	13	4350
buffers and inverters	2	1140
AND-OR/OR-AND	4	860
adder cells (fa/ha/maj)	1	380
XOR/XNOR	1	150
==> how the worst min path moves through the flow <==
stage               from          end  slack, ps  cells after the start
global route  ALU_in1[3]  ALU_out[31]       7640                      6
finish        ALU_in1[2]   ALU_out[4]       7620                      5
CTS           ALU_in1[3]  ALU_out[31]       7600                      6
Power is estimated from default activity; no workload was simulated.
