`design.v`:
```
module control_unit( input [5:0] opcode,
                     input [5:0] funct,
                     input zero,
                     output reg RFWE,
                     output reg DMWE,
                     output reg [3:0] ALU_sel,
                     output reg M_to_RF_sel,
                     output reg ALU_in_sel1,
                     output reg ALU_in_sel2,
                     output wire PC_sel,
                     output reg jump,
                     output reg RFD_sel          );
    reg branch;
    assign PC_sel = branch && zero;
    reg [1:0] ALU_op;
    parameter LW = 6'b100011, SW = 6'b101011, r_type = 6'b000000, addi = 6'b001000;
    parameter BEQ = 6'b000100, J = 6'b000010;
    always @ (opcode) begin
        case (opcode)
            LW: begin
                ALU_op =            2'b00;
                RFWE =              1'b1;
                RFD_sel =           1'b0;
                ALU_in_sel1 =       1'b0;
                ALU_in_sel2 =       1'b1;
                branch =            1'b0;
                DMWE =              1'b0;
                M_to_RF_sel =       1'b1;
                jump =              1'b0;
            end
            SW: begin 
                ALU_op =            2'b00;
                RFWE =              1'b0;
                RFD_sel =           1'b0;  
                ALU_in_sel1 =       1'b0;
                ALU_in_sel2 =       1'b1;
                branch =            1'b0;
                DMWE =              1'b1;
                M_to_RF_sel =       1'b1;  
                jump =              1'b0;
            end
            r_type: begin
                ALU_op =            2'b10;
                RFWE =              1'b1;
                RFD_sel =           1'b1;
                ALU_in_sel1 =       1'b0;
                ALU_in_sel2 =       1'b0;
                branch =            1'b0;
                DMWE =              1'b0;
                M_to_RF_sel =       1'b0;
                jump =              1'b0;
            end
            addi: begin
                ALU_op =            2'b00;
                RFWE =              1'b1;
                RFD_sel =           1'b0;
                ALU_in_sel1 =       1'b0;
                ALU_in_sel2 =       1'b1;
                branch =            1'b0;
                DMWE =              1'b0;
                M_to_RF_sel =       1'b0;
                jump =              1'b0;
            end
            BEQ: begin
                ALU_op =            2'b01;
                RFWE =              1'b0;
                RFD_sel =           1'b0;  
                ALU_in_sel1 =       1'b0; 
                ALU_in_sel2 =       1'b0;
                branch =            1'b1;
                DMWE =              1'b0;
                M_to_RF_sel =       1'b0;  
                jump =              1'b0;
            end
            J: begin
                ALU_op =            2'b01; 
                RFWE =              1'b0; 
                RFD_sel =           1'b0;  
                ALU_in_sel1 =       1'b0; 
                ALU_in_sel2 =       1'b0;  
                branch =            1'b1;  
                DMWE =              1'b0; 
                M_to_RF_sel =       1'b0;  
                jump =              1'b1;
            end
            default: begin 
                ALU_op =            0;
                RFWE =              0;
                RFD_sel =           0;
                ALU_in_sel1 =       0;
                ALU_in_sel2 =       0;
                branch =            0;
                DMWE =              0;
                M_to_RF_sel =       0;
            end
        endcase
    end
    parameter ADD=4'b0010, SUB=4'b0000, SLL=4'b0011, LRS=4'b0100, LVLS=4'b0101, LVRS=4'b0110;
    parameter SRA=4'b0111, AND=4'b1000, OR=4'b1001, XOR=4'b1010, XNOR=4'b1011;
    always @ (opcode or funct or ALU_op) begin
        if (ALU_op[1] == 0) begin
            if (ALU_op[0] == 0)
                ALU_sel = ADD;
            else 
                ALU_sel = SUB;
        end else begin 
            case (funct)
                6'b000000: begin
                    ALU_sel = SLL;
                    ALU_in_sel1 = 1'b1;
                end
                6'b100000: ALU_sel = ADD;
                6'b100010: ALU_sel = SUB;
                6'b100100: ALU_sel = AND;
                6'b100101: ALU_sel = OR;
                6'b000100: ALU_sel = SLL;
                6'b000111: ALU_sel = SRA;
            endcase
        end
    end
endmodule
```
`run.sh`:
```
#!/bin/bash
# OpenROAD 26Q1-2900-gdf79404cd8, Yosys 0.63+post, stock flow scripts
make -C /OpenROAD-flow-scripts/flow DESIGN_CONFIG=/design/flow/config.mk WORK_HOME=/design/flow/orfs finish
```
`config.mk`:
```
export PLATFORM = sky130hd
export DESIGN_NAME = control_unit
export DESIGN_NICKNAME = control_unit
export VERILOG_FILES = /design/flow/design.v
export SDC_FILE = /design/flow/constraint.sdc
export NUM_CORES = 4
export LEC_CHECK = 1
export CORE_AREA = 10 10 70 70
export DIE_AREA = 0 0 80 80
```
`constraint.sdc`:
```
current_design control_unit

set clk_period 2.9
set clk_io_pct 0.2

create_clock -name clk0 -period $clk_period

set non_clock_inputs [all_inputs -no_clocks]
set_input_delay [expr $clk_period * $clk_io_pct] -clock clk0 $non_clock_inputs
set_output_delay [expr $clk_period * $clk_io_pct] -clock clk0 [all_outputs]
```
==> qor.txt <==
CP Capture Type = output pin
Maximum clock frequency = 0.353 GHz
I/O Pins = 25
Main area contributors = dlxtn_1 24%, nor3_1 6.5%, and4_1 5.7%, nor2_1 4.9%, and2_1 4.0%
Layout cell share with drive strength beyond 1 = 26.0%
Mapped Avg Cell Area = 7.92 sq um
CTS hold repair buffers = 0
Synthesis area per yosys = 309 sq um
Tmin final = 2.83 ns
Max-cap violations = 0
Chip area = 0.00640 sq mm
Total negative setup slack = 0 ns
Antenna violations before repair = 0
Grt total ovfl = 0
DRC Markers = 0
Critical Path AT = 2.25 ns
Crit start category = input port
And+or+nand+nor area frac = 47.0%
Final Setup Violations = 0
DIE WIDTH = 80 um
Detailed Route WL = 1.18 mm
FP Core Util = 9.05%
RSZ-0062 raised after global routing = no
Dominant comb cell = simple AND/OR/NAND/NOR gates
OpenROAD warning count = 32
Pleak = 0.310 nW
Slew Viols, Final = 0
Layout Cells excl Fill = 119
Pwr dens = 71.0 mW/mm^2
Post-DP HPWL = 993 um
Gpl congestion = 0.778
Placed Cells = 118
Worst setup path class = input port to output pin
Outcome = completed
Site Rows = 21
Layout area overhead = 127%
Most frequent cells in the layout = 18 x clkdlybuf4s50_1, 11 x buf_4, 5 x dlxtn_1
Synth Area in XOR/XNOR = 2.83%
Final hold vios = 0
GRT Resource Usage Total = 3.54%
Starting DRT DRC Count = 8
Critical Path RT = 2.32 ns
Routed length per instance = 9.89 um
Antenna-violating nets left = 0
IO Port Bufs = 24
AO/OA Area Share = 17.4%
Vias in the first global route = 413
Core area = 0.00342 sq mm
# fillers = 381
Largest net degree at the start of global routing = 7
PnR worst setup slack = 0.0670 ns
Area leader, netlist = dlxtn_1
Pre-CTS setup slack = -0.204 ns
Worst Path Max Fanout = 4
First-pass GRT wire length = 1.93 mm
First-pass iteration count of the detailed router = 4
VDD IR max = 0.0000351 V
Synth Area in Adders = 0%
Distinct lib cells used = 26
Via Count = 412
Syn Inst Count = 39
Register pins left without a clock = 5
Synth top area share = 24.3%
Hold Crit Start = opcode[0]
Cell Area, Synth = 309 sq um
Most used logic cell in the final layout = clkdlybuf4s50_1
Antenna diodes = 0
MUX area fraction = 3.24%
Die H = 80 um
Via/cell ratio = 3.46
Min-Delay Path Class = input port to output pin
Synth flops = 5
Crit path from = opcode[5]
Yosys cell count = 39
Placed instance area = 674 sq um
Endpoints left unconstrained = 10
Period utilisation layout = 97.7%
Yosys warning tally = 1
Finished Cell Area = 702 sq um
-- area by class of cell --
class,count,area [sq um],area share (%)
timing repair buffer,35,323,46.0
multi-input combinational,32,241,34.4
sequential,5,75.1,10.7
tap,46,57.6,8.20
inverter,1,5.00,0.713
-- repair_timing --
item                       CTS  global route
hold endpoints to repair     0             0
setup buffers                0             1
setup endpoints to repair    3             3
resized                      9             3
pin swaps                    2             1
-- path summary, 6_finish.rpt --
kind	cells past startpoint	to	slack [ns]
setup / recovery	5	RFD_sel	0.07
hold / removal	4	ALU_in_sel2	1.68
-- metrics by stage --
step / hold WS [ns] / power, mW / util [%]
6_report: 1.68 / 0.0498 / 20.5
4_1_cts: 1.98 / 0.0491 / 20.0
3_3_place_gp: 2.09 / 0.0486 / 19.7
2_1_floorplan: 1.18 / 0.0132 / -
3_5_place_dp: 2.09 / 0.0487 / 19.7
5_1_grt: 1.73 / 0.0550 / 20.5
-- power by group --
part / leakage [nW] / switching (mW) / total, mW / internal, mW
Combinational: 0.271 / 0.0189 / 0.0487 / 0.0298
Sequential: 0.0390 / 0.0000520 / 0.00113 / 0.00108
Clock: 0 / 0 / 0 / 0
Total: 0.310 / 0.0189 / 0.0498 / 0.0309
-- layer usage --
| metal | up-vias | wire length [um] | share of wire, % | global-route usage [%] |
|---|---|---|---|---|
| met5 | - | 0 | 0 | 0 |
| met4 | 0 | 0 | 0 | 0 |
| met3 | 0 | 207 | 18 | 2.05 |
| met2 | 21 | 393 | 33 | 4.57 |
| met1 | 175 | 576 | 49 | 5.17 |
| li1 | 216 | - | - | - |
-- cell usage after synthesis, drive strengths merged --
cell type and count:
nand2b 2, conb 1, and4 2, nor2b 1
nand3 1, a2111oi 1, o21a 1, a21oi 1
a31oi 1, xnor2 1, a21boi 1, nor3b 1
and3b 1, clkinv 1, dlxtn 5, nor2 4
o211a 1, mux2i 1, or4 2, nor3 4
buf 1, and2 2, or3 1, a41oi 1
or4b 1
-- logic make-up (layout without fill, tap and decap cells) --
group / count (synthesis) / in the layout
buffers and inverters: 2 / 36
and+or+nand+nor: 22 / 22
other: 1 / 1
latches: 5 / 5
muxes: 1 / 1
AOI/OAI and AO/OA: 7 / 7
xor gates and xnor gates: 1 / 1
-- critical path, stage by stage --
cell and delay [ns]:
dlygate4sd2_1 0.27, or4_4 0.54, or3_4 0.35, clkinv_2 0.06, clkdlybuf4s50_1 0.46
-- registers in the layout, summed over array words and instances, names as in the netlist --
signal and cells:
ALU_sel 4, jump 1
Power and IR drop assume default switching activity.
